**flow/design.v**
```verilog
module ALU(
  input clk,
  input [3:0] control,
  input [7:0] A,B,
  output [7:0] out,
  input [1:0] codigo,
  output zero,
  output carry,
  output Dcarry,
  input [2:0] Numero_bit
);
  reg [7:0] out, ceros, unos;
  reg [8:0] suma9, resta9;
  reg zero, prueba, carry, Dcarry;
  reg [8:0] A1, B1;
  reg [7:0] set;
  assign A1 = {{1'b0},{A[7:0]}};
  assign B1 = {{1'b0},{B[7:0]}};
  assign zero = (out==0);
  assign suma9 = A1 + B1;
  assign resta9 = B1 - A1;
  always @ (A or B or Numero_bit) begin
    if (control == 4'b0100)begin
      case (Numero_bit)
        0: set <= 8'b00000001;
        1: set <= 8'b00000010;
        2: set <= 8'b00000100;
        3: set <= 8'b00001000;
        4: set <= 8'b00010000;
        5: set <= 8'b00100000;
        6: set <= 8'b01000000;
        7: set <= 8'b10000000;
      endcase
    end else if (control == 4'b0101)begin
      case (Numero_bit)
        0: set <= 8'b11111110;
        1: set <= 8'b11111101;
        2: set <= 8'b11111011;
        3: set <= 8'b11110111;
        4: set <= 8'b11101111;
        5: set <= 8'b11011111;
        6: set <= 8'b10111111;
        7: set <= 8'b01111111;
      endcase
    end
    ceros <= B & set; 
    unos <= B | set; 
  end
  always @ (posedge clk)begin
    if (codigo ==2'b00)begin
      case (control)
        0:out <= A; 
        1:out <= 0; 
        2:out <= B - A; 
        3:out <= B - 1; 
        4:out <= A | B; 
        5:out <= A & B; 
        6:out <= A ^ B; 
        7:out <= A + B; 
        8:out <= B; 
        9:out <= -B; 
        10:out <= B + 1; 
        11:out <= B - 1; 
        12:out <= {{B[0]},{B[7:1]}}; 
        13:out <= {{B[6:0]},{B[7]}}; 
        14:out <= {{B[3:0]},{B[7:4]}};  
        15:out <= B+1;  
      endcase
      if (control == 4'b0111)begin
        carry <= suma9[8];
        Dcarry <= suma9[8];
      end else if (control== 4'b1101) begin
        carry <= B[7];
      end else if (control == 4'b1100) begin
        carry <= B[0];
      end else if (control == 4'b0010) begin
        carry <= resta9[8];
        Dcarry <= resta9[8];
      end
    end else if (codigo == 2'b11)begin
      casex (control)
        4'b111x: out <= A + B; 
        4'b1001: out <= A & B; 
        4'b1000: out <= A | B; 
        4'b00xx: out <= B; 
        4'b01xx: out <= B;  
        4'b110x: out <= B - A; 
        4'b1010: out <= A ^ B; 
      endcase
      if (control[3:1] == 3'b111) begin
        carry <= suma9[8];
        Dcarry <= suma9[4];
      end else if (control[3:1] == 3'b110)begin
        carry <= resta9[8];
        Dcarry <= resta9[4];
      end
    end else if (codigo == 2'b01)begin
      case (control)
        4'b0100: out<= ceros; 
        4'b0101: out<= unos; 
        4'b0110: prueba<= (B[Numero_bit] == 1'b1) ; 
        4'b0111: prueba<= (B[Numero_bit] == 1'b0) ; 
      endcase
      if (prueba == 1'b0 & (control == 4'b0110 | control == 4'b0111))begin
        out <= 8'b00000000;
      end
    end
  end
endmodule
```
**flow/constraint.sdc**
```tcl
current_design ALU

set clk_period 6.0
set clk_io_pct 0.2

create_clock -name clk0 -period $clk_period [get_ports {clk}]

set non_clock_inputs [all_inputs -no_clocks]
set_input_delay [expr $clk_period * $clk_io_pct] -clock clk0 $non_clock_inputs
set_output_delay [expr $clk_period * $clk_io_pct] -clock clk0 [all_outputs]
```
**flow/config.mk**
```make
export PLATFORM = sky130hd
export DESIGN_NAME = ALU
export DESIGN_NICKNAME = ALU
export VERILOG_FILES = /design/flow/design.v
export SDC_FILE = /design/flow/constraint.sdc
export NUM_CORES = 4
export LEC_CHECK = 1
export CORE_UTILIZATION = 40
```
**flow/run.sh**
```bash
#!/bin/bash
# OpenROAD 26Q1-2900-gdf79404cd8, Yosys 0.63+post, stock flow scripts
make -C /OpenROAD-flow-scripts/flow DESIGN_CONFIG=/design/flow/config.mk WORK_HOME=/design/flow/orfs finish
```
==> flow_metrics.env <==
# implementation run metrics
export IMPL_setup_viol_count_final=0
export IMPL_worst_setup_path_class="primary input to register"
export IMPL_floorplan_die_width_um=95.3
export IMPL_cp_start_kind="primary input"
export IMPL_cap_violations=0
export IMPL_finalClockSkew_ns=0.00601
export IMPL_netlist_instances=479
export IMPL_combGateArea_sq_mm=0.00277
export IMPL_yosys_most_used_dff="sky130_fd_sc_hd__edfxtp_1"
export IMPL_period_minus_slack_ns=4.54
export IMPL_edf_count=11
export IMPL_r2r_worst_path_cells=4
export IMPL_power_switching_fraction=0.451
export IMPL_min_delay_path_class="register to register"
export IMPL_timing_max_transition_violations_final=0
export IMPL_max_slew_worst_pin_slew_ns=0.954
export IMPL_cts_htree_levels=1
export IMPL_route_detailed_wl_per_inst_um=22.6
export IMPL_whs_endpoint="out[6]$_DFFE_PP_"
export IMPL_synthArstFlopShare=0
export IMPL_r2r_end="out[3]$_DFFE_PP_"
export IMPL_place_port_buffers=36
export IMPL_number_of_placed_instances_taps_included=591
export IMPL_power_report_internal_total_mw=0.279
export IMPL_yosysWarnings=6
export IMPL_post_route_cells_drive_above_1_share=0.0408
export IMPL_total_power_mw=0.508
export IMPL_post_synth_cell_area_avg_sq_um=7.26
export IMPL_first_pass_iters=5
export IMPL_number_of_violations_reported_at_the_end_of_detailed_routing_iteration_0=396
export IMPL_unrepaired_setup_endpoints_after_global_routing="no"
export IMPL_r2r_setup_slack_ns=4.01
export IMPL_post_route_cell_area_sq_mm=0.00393
export IMPL_timing_hold_violations_final=0
export IMPL_via_per_inst=6.49
export IMPL_core_area_sq_mm=0.00830
export IMPL_drc=0
export IMPL_timing_hold_worst_path_depth=2
export IMPL_final_antenna_net_count=0
export IMPL_ys_area_sq_mm=0.00348
export IMPL_layout_cells_most_common="sky130_fd_sc_hd__nor2_1"
export IMPL_fraction_of_the_cycle_the_final_worst_path_needs=0.757
export IMPL_cts_max_path_buffers=2
export IMPL_gp_congestion=0.982
export IMPL_clock_latency_ns=0.25
export IMPL_grt_usage=0.326
export IMPL_number_of_antenna_violations_at_the_first_check_in_global_routing=0
export IMPL_cellPowerDensity_mw_per_mm2=129
export IMPL_clkSlewWorstSetupHoldPaths_ns=0.06
export IMPL_unclocked_pins=8
export IMPL_diodes=0
export IMPL_pwr_share_seq=0.214
export IMPL_power_leakage_nw=1.50
export IMPL_slew_headroom=0.359
export IMPL_grt_first_pass_wirelength_um=21400
export IMPL_cts_resized=0
export IMPL_cts_buffers_inserted=3
export IMPL_fp_row_count=33
export IMPL_path_max_fanout=38
export IMPL_dpl_cell_area_sq_mm=0.00389
export IMPL_seq_area_sq_um=450
export IMPL_core_util_floorplan=0.419
export IMPL_result_of_the_run="complete, no violations"
export IMPL_worst_r2r_startpoint="prueba$_DFFE_PP_"
export IMPL_globalRoute_totalOverflow=0
export IMPL_commonest_cells_after_routing_fill_and_taps_aside="sky130_fd_sc_hd__nor2_1 (41), sky130_fd_sc_hd__a21oi_1 (37), sky130_fd_sc_hd__clkdlybuf4s50_1 (36)"
export IMPL_grt_pass1_vias=3773
export IMPL_cts_tree="done"
export IMPL_layout_core_utilization=0.474
export IMPL_dr_total_vias=3864
export IMPL_setup_total_negative_slack_ns=0
export IMPL_clock_power_share=0.159
export IMPL_endpoint_kind="register"
export IMPL_floorplan_die_height_um=95.3
export IMPL_final_fill_count=832
export IMPL_worst_ep_required_ns=5.99
export IMPL_tool_warnings=44
export IMPL_arrival_ns=4.53
export IMPL_endpoints_left_unconstrained=8
export IMPL_synth_yosys_num_cells=479
export IMPL_hpwlAfterDp_um=10200
export IMPL_cts_root_buf="sky130_fd_sc_hd__clkbuf_8"
export IMPL_ys_types=64
export IMPL_route_final_wire_length_um=13500
export IMPL_io_pins=37
export IMPL_p_switching_mw=0.229
export IMPL_ys_seq_elements=19
export IMPL_holdCritStartpoint="prueba$_DFFE_PP_"
export IMPL_cts_post_setup_buffers_inserted=0
export IMPL_achievable_frequency_mhz=220
export IMPL_syn_to_final_growth_pct=13.0
export IMPL_share_comb_of_total_power=0.627
export IMPL_cts_hold_fix_buffers=0
export IMPL_grt_start_max_net_pins=39
export IMPL_post_layout_nonfiller_instances=595
export IMPL_design_die_area_sq_mm=0.00908
export IMPL_synth_area_sq_mm=0.00348
export IMPL_peakVddDrop_v=0.0000480
==> routing by layer <==
layer  share of wire  GRT usage  vias up
met4           0.040      0.115        0
met2            0.43      0.483      281
met1            0.40      0.458     1744
met3            0.13     0.0916       40
li1                -          -     1799
met5               0          0        -
==> worst max-delay path by stage <==
stage | depth (start not counted) | slack, ns | start | end
5_1_grt | 12 | 1.26 | control[0] | out[6]$_DFFE_PP_
4_1_cts | 12 | 1.53 | control[0] | out[6]$_DFFE_PP_
6_report | 12 | 1.46 | control[0] | out[6]$_DFFE_PP_
==> power by group through the flow <==
stage	clock [mW]	combinational, mW	sequential [mW]
4_1_cts	0.0826	0.312	0.109
5_1_grt	0.0840	0.348	0.110
6_report	0.0806	0.318	0.109
==> state kept, by name (all words and copies together), names as in the netlist <==
signal,flops
out,8
set,8
Dcarry,1
carry,1
prueba,1
==> worst max-delay path, cell delays in order <==
cell and delay (ns):
sky130_fd_sc_hd__clkdlybuf4s50_1 0.46, sky130_fd_sc_hd__buf_4 0.38, sky130_fd_sc_hd__xnor2_1 0.19, sky130_fd_sc_hd__nand3_1 0.39
sky130_fd_sc_hd__fa_1 0.62, sky130_fd_sc_hd__a211oi_1 0.24, sky130_fd_sc_hd__o21bai_1 0.12, sky130_fd_sc_hd__a21oi_1 0.18
sky130_fd_sc_hd__xor2_1 0.26, sky130_fd_sc_hd__o22ai_1 0.12, sky130_fd_sc_hd__o221ai_1 0.23, sky130_fd_sc_hd__nand3_1 0.12
==> cells by family after synthesis <==
logic type / Yosys count / synth area share
multiplexers: 12 / 0.0421
adder cells (fa/ha/maj): 46 / 0.166
latches: 8 / 0.0345
flip-flops: 11 / 0.0949
AND-OR/OR-AND: 163 / 0.311
AND/OR/NAND/NOR: 140 / 0.195
buffers and inverters: 66 / 0.0741
XOR/XNOR: 33 / 0.0831
==> Yosys cell counts (4+ instances only) <==
cell | number | area [sq um]
sky130_fd_sc_hd__o211ai_1 | 6 | 45.0
sky130_fd_sc_hd__a211oi_1 | 10 | 75.1
sky130_fd_sc_hd__o22ai_1 | 9 | 56.3
sky130_fd_sc_hd__nor3_1 | 12 | 60.1
sky130_fd_sc_hd__xor2_1 | 11 | 96.3
sky130_fd_sc_hd__edfxtp_1 | 11 | 330
sky130_fd_sc_hd__buf_1 | 5 | 18.8
sky130_fd_sc_hd__mux2i_1 | 9 | 90.1
sky130_fd_sc_hd__nor2b_1 | 6 | 37.5
sky130_fd_sc_hd__buf_2 | 8 | 40.0
sky130_fd_sc_hd__o31ai_1 | 5 | 37.5
sky130_fd_sc_hd__a31oi_1 | 5 | 31.3
sky130_fd_sc_hd__o21ai_0 | 32 | 160
sky130_fd_sc_hd__dlxtn_1 | 8 | 120
sky130_fd_sc_hd__and3_1 | 5 | 31.3
sky130_fd_sc_hd__nor2_1 | 41 | 154
sky130_fd_sc_hd__inv_1 | 23 | 86.3
sky130_fd_sc_hd__o21ai_1 | 8 | 40.0
sky130_fd_sc_hd__xnor2_1 | 22 | 193
sky130_fd_sc_hd__a21oi_1 | 37 | 185
sky130_fd_sc_hd__a21o_1 | 5 | 37.5
sky130_fd_sc_hd__nand3_1 | 19 | 95.1
sky130_fd_sc_hd__nand2_1 | 31 | 116
sky130_fd_sc_hd__ha_1 | 35 | 438
sky130_fd_sc_hd__maj3_1 | 8 | 80.1
sky130_fd_sc_hd__a32o_1 | 4 | 40.0
sky130_fd_sc_hd__clkbuf_1 | 25 | 93.8
sky130_fd_sc_hd__o21bai_1 | 4 | 30.0
sky130_fd_sc_hd__a221oi_1 | 9 | 78.8
sky130_fd_sc_hd__o221ai_1 | 6 | 52.6
==> layout make-up <==
cell class | count | share of cell area
clock buffers | 4 | 0.0115
inverters | 28 | 0.0267
multi-input cells | 394 | 0.705
flip-flops and latches | 19 | 0.115
well taps | 105 | 0.0334
repair buffers | 45 | 0.109
==> stage by stage <==
stage / setup WS, ns / hold slack (ns)
5_1_grt: 1.26 / 0.883
3_3_place_gp: 1.25 / 0.853
6_report: 1.46 / 0.843
4_1_cts: 1.53 / 0.850
3_5_place_dp: 1.29 / 0.839
2_1_floorplan: 2.31 / 0.769
Power is estimated from default activity; no workload was simulated.
