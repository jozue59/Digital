==> flow/design.v <==
module Counter(
    input clk, reset,
  output [12:0] out,
  input [10:0] salto,
  input enablestak,
  input push,
  input flag,
  input pop,
  input branch
);
  reg [12:0]out;
  reg [12:0] out2;
  reg [1:0] complemento;
  assign complemento = 2'b0;
  parameter WIDTH = 13;
	parameter DEPTH = 3;
  reg [DEPTH - 1:0] ptr;
	reg [WIDTH - 1:0] stack [0:(1 << DEPTH) - 1];
  always @(posedge clk) begin
		if (reset)
			ptr <= 0;
	end
  	always @ (posedge clk)
      if(reset) begin
      	out <= 0;
      end else begin
        if (branch == 1'b1) begin
          if (enablestak == 1'b1)begin
            out<= {{complemento[1:0]},{salto[10:0]}};
          end else if (enablestak == 1'b0)begin
            if (push || pop) begin
        			if(push == 1'b1)begin
                stack[ptr] <= out  + 1'b1;
                out<= {{complemento[1:0]},{salto[10:0]}};
                ptr<= ptr + 1;
              end else begin
                out <= stack[ptr-1];
                ptr<= ptr -1;
              end
        		end
          end
        end else if (flag == 1'b1 )begin
          out<= out +2;
        end else begin
            out <= out + 1;
        end
  	  end
initial begin
    out <= 1'b0;
    ptr <= 1'b0;
end
endmodule
==> flow/run.sh <==
#!/bin/bash
# OpenROAD 26Q1-2900-gdf79404cd8, Yosys 0.63+post, stock flow scripts
make -C /OpenROAD-flow-scripts/flow DESIGN_CONFIG=/design/flow/config.mk WORK_HOME=/design/flow/orfs finish
==> flow/config.mk <==
export PLATFORM = sky130hd
export DESIGN_NAME = Counter
export DESIGN_NICKNAME = Counter
export VERILOG_FILES = /design/flow/design.v
export SDC_FILE = /design/flow/constraint.sdc
export NUM_CORES = 4
export LEC_CHECK = 1
export CORE_AREA = 10 10 80 80
export DIE_AREA = 0 0 90 90
==> flow/constraint.sdc <==
current_design Counter

set clk_period 3.1
set clk_io_pct 0.2

create_clock -name clk0 -period $clk_period [get_ports {clk}]

set non_clock_inputs [all_inputs -no_clocks]
set_input_delay [expr $clk_period * $clk_io_pct] -clock clk0 $non_clock_inputs
set_output_delay [expr $clk_period * $clk_io_pct] -clock clk0 [all_outputs]
==> results.json <==
{
  "grt_use_total_pct": 6.64,
  "ioPinCount": 31,
  "syn_to_final_growth_pct": 42.8,
  "drtAntennaViolNets": 0,
  "routed_wl_mm": 2.77,
  "dpl_worst_slack_ns": 0.661,
  "leakage_nw": 0.422,
  "ys_cells": 109,
  "grt-ovfl-total": 0,
  "warnings": 26,
  "max-cap-violations": 0,
  "worstPathMaxFanout": 11,
  "critPathArrivalTime_ns": 2.36,
  "largest_register_ffs": 13,
  "ys_seq_share_pct": 28.5,
  "lay_top_count": "clkdlybuf4s50_1",
  "worst_slew_pin_slew_ns": 0.647,
  "crit_path_cell_trace": "clkdlybuf4s50_1 -> mux2_4 -> nand3_4 -> or4b_1 -> a31oi_1",
  "async_flop_share_pct": 0,
  "post-cts-setup-buffers": 0,
  "synthFlopType": "dfxtp_1",
  "hold_buffers": 0,
  "fin_crit_ns": 2.20,
  "holdPathStages": 2,
  "core-area_mm2": 0.00472,
  "largest_register": "out",
  "grt_antenna_before_repair": 0,
  "yosysTopAreaCell": "dfxtp_1",
  "rr_worst_depth": 4,
  "root_buffer": "clkbuf_8",
  "critical-path-max-stage-delay_ns": 0.69,
  "cpMaxStageDelayCell": "clkdlybuf4s50_1",
  "io_buffer_count": 30,
  "clk_pin_slew_ns": 0.05,
  "clkLatencyLatePin_ns": 0.24,
  "critPathCaptureType": "flip-flop",
  "clock_sinks": 13,
  "top_area_share_pct": 28.5,
  "fin_cells": 204,
  "worst_slack_ns": 0.904,
  "setup_tns_ns": 0,
  "p_per_area_mw_per_mm2": 340,
  "period_used_pct": 70.8,
  "critPathTopFamily": "buffers and inverters",
  "worst-path-buf-inv": 1,
  "finalSetupViolCount": 0,
  "largest_registers": "out (13)",
  "slew_headroom_pct": 56.7,
  "finalPower_mw": 0.443,
  "worst_hold_slack_ns": 0.502,
  "drc": 0,
  "grt_max_degree": 20,
  "fp-row-count": 25,
  "die-height_um": 90,
  "top_cells_by_area": "dfxtp_1 29%, nand2_1 5.3%, a31oi_1 4.8%, ha_1 4.1%, a21oi_1 3.8%",
  "synth_cell_types": 39,
  "h-tree-depth": 1,
  "yosys-stat-area_um2": 912,
  "drive_gt1_share_pct": 8.76,
  "diodes": 0,
  "yosysWarnings": 8,
  "grt_pass1_vias": 920,
  "crit_type": "in2reg",
  "grt_pass1_wl_mm": 4.60,
  "skew_ns": 0.00732,
  "hold_path_class": "reg2reg",
  "edf_count": 0,
  "dp.cells": 200,
  "worst_setup_path_start_kind": "primary input",
  "die_width_um": 90,
  "cts_buffers": 3,
  "synthCells": 109,
  "first_pass_iters": 4,
  "rsz0062_at_grt": "false",
  "fin_util_pct": 27.6,
  "routedWlPerCell_um": 13.6,
  "fmax_mhz": 455,
  "dpl_cell_area_mm2": 0.00126,
  "cts_tree": "yes",
  "final_cell_area_mm2": 0.00130,
  "final_cell_mix": "30 x clkdlybuf4s50_1, 13 x nand2_1, 13 x dfxtp_1",
  "slew_violations": 0,
  "syn_area_um2": 912,
  "fp.dieArea_mm2": 0.00810,
  "dp_hpwl_mm": 2.10,
  "status": "finished, final reports clean",
  "required_ns": 3.26,
  "ys.flops": 13,
  "viasPerCell": 4.69,
  "gp_congestion": 0.812,
  "finalHoldViolCount": 0,
  "vias": 956,
  "irDropWorstVdd_mv": 0.128,
  "fill_cells": 512,
  "syn_avg_cell_area_um2": 8.37,
  "drt_first_iter_violations": 38,
  "cts_resized": 0,
  "floorplan.core_util_pct": 19.3,
  "path_depth": 5,
  "clk_path_buf_depth": 2
}
## metal layers
metal / wire [um] / up-vias / track usage [%]
li1: - / 480 / -
met1: 1290 / 448 / 8.51
met2: 1290 / 26 / 10.8
met3: 177 / 2 / 2.26
met4: 18 / 0 / 0.928
met5: 0 / - / 0
## worst min-delay path, delay by kind of cell, from the launching register on
family,cells,cell delay (ns)
AOI/OAI and AO/OA,1,0.05
DFF,1,0.34
and+or+nand+nor,1,0.07
## where the power goes
group	leakage, nW	internal, mW	switching (mW)
Clock	0.0228	0.0908	0.0640
Sequential	0.107	0.177	0.0188
Combinational	0.292	0.0574	0.0351
## path summary, 6_finish.rpt
| check | start | end | slack [ns] |
|---|---|---|---|
| worst min-delay path | out[11]$_SDFFE_PP0P_ | out[11]$_SDFFE_PP0P_ | 0.50 |
| worst min register to register | out[11]$_SDFFE_PP0P_ | out[11]$_SDFFE_PP0P_ | 0.50 |
| worst max-delay path | flag | out[12]$_SDFFE_PP0P_ | 0.90 |
| worst max register to register | out[2]$_SDFFE_PP0P_ | out[9]$_SDFFE_PP0P_ | 1.35 |
## Yosys cell counts, types with 3 or more instances
cell / n
dfxtp_1: 13
nand2_1: 13
a21oi_1: 7
a31oi_1: 7
nor2_1: 7
nand4_1: 5
clkbuf_1: 3
ha_1: 3
inv_1: 3
o211ai_1: 3
o21ai_0: 3
or3_1: 3
or4_1: 3
## area by class of cell
type	count	area, um2	share of cell area, %
repair buffers	32	315	24.2
multi-input cells	85	587	45.1
inverters	3	11.3	0.865
clock buffers	4	45.0	3.46
flip-flops and latches	13	260	20.0
well taps	67	83.8	6.44
## logic make-up after synthesis
logic type | count (synthesis) | share of synthesized area (%)
xor+xnor | 1 | 0.960
simple gates | 43 | 28.5
mux | 3 | 3.84
compound gates | 35 | 26.9
fa+ha+maj | 3 | 4.12
buf+inv | 11 | 7.13
flops | 13 | 28.5
Power figures rest on the tool's default switching activity, not on a simulated workload.
