<file path="/design/flow/memory.list">
0
0100   	// CLRW   		W = 0
0805		// MOVWF		F[1] = W = 2
0086		// MOVF			W = F[1] = 2
0
0100
3008
0
0085
0086		// ADDWF		F[0] = W + F[0] = 2 + 4 = 6
0700		// ADDWF		W = W + F[0] = 2 + 6 = 8
0
0
@55        // Jump to new address 8'h55
55   // This is address 8'h55
56   // This is address 8'h56
</file>
<file path="/design/flow/run.sh">
#!/bin/bash
# OpenROAD 26Q1-2900-gdf79404cd8, Yosys 0.63+post, stock flow scripts
make -C /OpenROAD-flow-scripts/flow DESIGN_CONFIG=/design/flow/config.mk WORK_HOME=/design/flow/orfs finish
</file>
<file path="/design/flow/config.mk">
export PLATFORM = sky130hd
export DESIGN_NAME = generalReg
export DESIGN_NICKNAME = generalReg
export VERILOG_FILES = /design/flow/design.v
export SDC_FILE = /design/flow/constraint.sdc
export NUM_CORES = 4
export LEC_CHECK = 1
export CORE_UTILIZATION = 30
</file>
<file path="/design/flow/constraint.sdc">
current_design generalReg

set clk_period 19.5
set clk_io_pct 0.2

create_clock -name clk0 -period $clk_period [get_ports {clk}]

set non_clock_inputs [all_inputs -no_clocks]
set_input_delay [expr $clk_period * $clk_io_pct] -clock clk0 $non_clock_inputs
set_output_delay [expr $clk_period * $clk_io_pct] -clock clk0 [all_outputs]
</file>
<file path="/design/flow/design.v">
module Inst_Memory(
  input clk, enable,
  input[12:0]address,
  output[13:0] out
);
  reg [13:0] out;
  reg [13:0] memory [0:8194];
  always @ (posedge clk)
    if (enable) begin
      out <= memory[address];
    end
initial begin
 $readmemh("memory.list", memory);
end
endmodule
module register(
    input clk, enable,
    input [7:0] in,
    output [7:0] out
);
    reg [7:0] out;
    always @ (posedge clk)
      if(enable) begin
        out <= in;
      end
endmodule
module generalReg (
    input clk, input enable,
  	input [6:0] address,
    input [7:0] in,
    output [7:0] out,
    input [7:0] status,
    input [7:0] portA,
    output [7:0] portB
);
    wire [7:0] out;
  	reg [7:0] memory [0:128];
  	assign out = memory[address];
  	always @ (posedge clk) begin
        memory[3] <= status;
        memory[5] <= portA;
      	if(enable) begin
          if (address == 5) begin
            memory[5] <= portA;
          end else if (address == 6) begin
            memory[6] <= in;
          end else begin
            memory[address] <= in;
          end
      	end
  	end
  	integer i;
  	initial begin
      for (i = 0; i < 128; i= i + 1)
        memory[i] = i;
    end
endmodule
module half_Freq ( clk ,rst,out_clk );
input clk ;
input rst;
output reg out_clk;
always @(posedge clk) begin
  if (rst)
       out_clk <= 1'b0;
  else
       out_clk <= ~out_clk;
end
initial begin
    out_clk <= 1'b0;
end
endmodule
module MUX (input sel, input [7:0] A, input [7:0] B, output [7:0] C);
  reg [7:0] C;
  always @ (A or B)begin
    case (sel)
      0: C <= A;
      1: C <= B;
    endcase
  end
endmodule
module MUX2 (input zero, input [1:0] codigo, input [3:0]alu_Control, output flag);
  reg flag;
  always @ (alu_Control)begin
    if (codigo == 2'b00 & zero == 1'b1)begin
      if (alu_Control == 4'b1111 | alu_Control == 4'b1011)begin
        flag <= 1'b1;
      end
    end else if ( codigo == 2'b01 & zero == 1'b1)begin
      if (alu_Control == 4'b0110 | alu_Control == 4'b0111)begin
        flag <= 1'b1;
      end
    end else begin
      flag <= 1'b0;
    end
  end
endmodule  
</file>
==> flow_summary.ini <==
; generated from flow reports
[pwr]
switching_share_pct = 20.7
vdd_drop_max_uv = 77.7
seqPwrFrac_pct = 52.4
p_leak_uw = 0.0145
p_per_area_mw_per_mm2 = 100
pwr-share-comb_pct = 5.1
clkPwrFrac_pct = 42.4
finalPower_uw = 4630
switchingPower_uw = 957
p_int_uw = 3670

[logic_synthesis]
postSynthSeqShare_pct = 76.2
ys_types = 53
yosysWarnings = 9
synth-async-reset-ratio_pct = 0
ys.flops = 1024
yosys_cells = 1945
largest_area_cell = edfxtp_1
synthTopCellsByArea = edfxtp_1, mux4_2, mux2i_1
syn_area_mm2 = 0.0402
enable_flop_cells = 1008
yosys_area_mm2 = 0.0402
ys.flop_type = edfxtp_1
syn_inst = 1945
synth_top_area_share_pct = 75.4
synth_area_per_cell_um2 = 20.6

[clocking]
hold_buffers = 0
cts_setup_buffers = 0
cts_resized = 0
cts.clk_slew.worst_paths_ns = 0.06
cts-htree-levels = 3
cts.sinks = 1024
cts.path.max_buffers = 3
cts_tree = done
root_buffer = clkbuf_16
cts-buffers-inserted = 103

[final_layout]
final_common_cell = edfxtp_1
regMostFlops = memory
reg.largest.list = memory (1024)
drive_above_1_share_pct = 22.7
syn_to_final_growth_pct = 14.8
largest_reg_flops = 1024
mostFrequentLayoutCells = edfxtp_1, mux4_2, mux2i_1, nor2_1, clkbuf_16

[global_routing]
grt_pass1_wl_mm = 149
grt.total_usage_pct = 16.2
grt-ovfl-total = 0
antenna_found_initial = 5
grt_max_degree = 73
grt_pass1_vias = 22200

[routing]
firstDrtPassIters = 5
wirelength_mm = 101
viasPerCell = 5.06
drc_errors = 0
ant_nets = 0
drt_iter0_drc = 1176
wire_per_inst_um = 26.0
vias = 19800

[setup_path]
critPathKind = in2out
crit_path_top_delay_cell = and2_1
end_kind = output port
worst_path_dominant_cell_family = buffers and inverters
worst-path-buf-inv = 5
worstPathMaxFanout = 50
cp.required_ns = 15.60
slowest_delay_ns = 0.61
worstPathCellList = clkbuf_8 > buf_4 > buf_4 > buf_4 > and2_1 > a22oi_1 > a21oi_1 > a211oi_1 > a211oi_1 > nand3_1 > clkdlybuf4s50_1
crit_path_start_kind = primary input
cp_common_cell = buf_4
crit_arrival_ns = 8.66

[flow_run]
warning_count = 26
max_cap_violations = 0

[placement]
io_buffers = 40
dpl.hpwl_mm = 63.9
place_congestion = 0.925
dpl_worst_slack_ns = 6.80

[final_timing]
setup-violations-final = 0
period_minus_slack_ns = 12.56
rsz0062_at_grt = no
worst_pin_slew_ns = 1.10
fin_crit_sh_pct = 64.4
final_hold_viol_count = 0
drv_slew = 0
timing.final.ws_setup_ns = 6.94
fmax_mhz = 79.6
relSlewSlack_pct = 26.5
fin_tns_setup_ns = 0

[floorplanning]
die_w_um = 368
num_rows = 133
fp.dieH_um = 368
num_io_pins = 49
die-area_mm2 = 0.135
fp_util_pct = 30.4
core_mm2 = 0.132

[run_status]
outcome = complete, no violations

[min_path]
hold_path_class = in2reg
-- layout make-up --
cell class / count / area (um^2)
Fill cell: 12000 / 86000
Sequential cell: 1024 / 30600
Multi-Input combinational cell: 798 / 8830
Clock buffer: 123 / 2720
Tap cell: 1755 / 2200
Timing Repair Buffer: 132 / 1070
Clock inverter: 66 / 658
Inverter: 4 / 15.0
Antenna cell: 2 / 5.00
-- logic make-up (layout without fill, tap and decap cells) --
logic type / Yosys count / in the layout / synth area share, %
buffers and inverters: 130 / 325 / 1.90
AND-OR/OR-AND: 138 / 138 / 2.37
AND/OR/NAND/NOR: 269 / 269 / 2.89
other: 1 / 10 / 0.00934
multiplexers: 383 / 383 / 16.6
flip-flops: 1024 / 1024 / 76.2
-- routing by layer --
metal | part of all wire [%] | track usage, %
met5 | 0.51 | 2.56
met4 | 3.7 | 4.55
met3 | 17 | 12.6
met2 | 46 | 23.9
met1 | 33 | 18.1
-- worst paths after layout --
check | startpoint | cells after the start | slack, ns | end
max | address[2] | 11 | 6.94 | out[4]
min | in[1] | 1 | 3.60 | memory[115][1]$_DFFE_PP_
-- synthesized netlist by cell type (all sizes together) (4+ instances only) --
| library cell | number |
|---|---|
| nand2 | 59 |
| nand3 | 16 |
| mux4 | 224 |
| a21oi | 27 |
| o21ai | 20 |
| edfxtp | 1008 |
| a22oi | 29 |
| mux2i | 144 |
| a221oi | 19 |
| clkbuf | 47 |
| inv | 4 |
| and3 | 5 |
| nand2b | 6 |
| nand4 | 9 |
| buf | 79 |
| nor2 | 142 |
| mux2 | 15 |
| dfxtp | 16 |
| a211oi | 8 |
| and2 | 6 |
| nor2b | 18 |
| a31oi | 9 |
-- per-stage QoR --
| stage | area, um^2 | util (%) | hold WS (ns) | cells |
|---|---|---|---|---|
| 2_1_floorplan | 40200 | - | 3.99 | 1952 |
| 3_5_place_dp | 42700 | 32.3 | 4.26 | 3713 |
| 4_1_cts | 46100 | 34.9 | 3.58 | 3902 |
| 3_3_place_gp | 42700 | 32.3 | 4.25 | 3713 |
| 5_1_grt | 46100 | 34.9 | 3.60 | 3903 |
| 6_report | 46100 | 34.9 | 3.60 | 3904 |
-- power by group through the flow --
stage	clock (uW)	combinational, uW	sequential (uW)
after global routing	2080	256	2430
final	1960	238	2430
after CTS	1990	240	2430
Power is estimated from default activity; no workload was simulated.
